==> flow/design.v <==
`timescale 1ns/1ps
module SIMD(clk,rst,opcode,funct3,funct7,rd_data1,rd_data2,rd_data3,w_add,immed,instrc_add,wr_add,wr_data );
input clk;   
input rst;   
input [6:0] opcode;  
input [2:0] funct3;  
input [6:0] funct7;  
input [15:0] rd_data1;   
input [15:0] rd_data2;   
input [15:0] rd_data3;   
input [4:0] w_add;   
input [11:0] immed;  
output [6:0]instrc_add;
output [4:0] wr_add;     
output [15:0] wr_data;   
wire [1:0]mode;
reg [12:0]op;
wire [3:0]scr_r;
wire scr;
wire [2:0]op_r;
wire [1:0]mac_hl;
wire [15:0]sig_ex;
wire [6:0]n_instrc_add;
wire [1:0]alu_mode;
wire [12:0]alu_op;
wire alu_scr;
wire signed[15:0]source1;
wire [15:0]data2;
wire signed[15:0]source3;
wire [15:0]exsig_data;
wire signed[15:0]source2;
wire signed[7:0]source1_8_1;
wire signed[7:0]source1_8_2;
wire signed[7:0]source2_8_1;
wire signed[7:0]source2_8_2;
wire signed[7:0]source3_8_1;
wire signed[7:0]source3_8_2;
wire signed[3:0]source1_4_1;
wire signed[3:0]source1_4_2;
wire signed[3:0]source1_4_3;
wire signed[3:0]source1_4_4;
wire signed[3:0]source2_4_1;
wire signed[3:0]source2_4_2;
wire signed[3:0]source2_4_3;
wire signed[3:0]source2_4_4;
wire signed[3:0]source3_4_1;
wire signed[3:0]source3_4_2;
wire signed[3:0]source3_4_3;
wire signed[3:0]source3_4_4;
reg [15:0]result_reg;
reg [31:0]mul_reg;
reg[91:0] pip_reg;
reg [6:0] instrc_add;  
assign scr_r=opcode[3:0];
assign op_r=opcode[6:4];
assign mac_hl=funct7[1:0];
always @(posedge clk)
    begin
        if(!rst)
            instrc_add<=0;
        else
            instrc_add<=n_instrc_add;
    end
assign mode=(funct3==3'b001)? 2'b01:
            (funct3==3'b010)? 2'b10:
            (funct3==3'b100)? 2'b11:2'b00;
assign scr=(scr_r==4'b0011)? 1:0;
always @ (opcode or funct7 or mac_hl)
    begin
        case (opcode)
            7'b0111011:begin
                            case(funct7)
                                7'b0000000: op=13'b0000_0000_0000_1;  
                                7'b0100000: op=13'b0000_0000_0001_0;  
                                7'b1000001: op=13'b0000_0000_0010_0;  
                                7'b1000010: op=13'b0000_0000_0100_0;  
                                7'b0001000: op=13'b0000_0000_1000_0;  
                                7'b0010000: op=13'b0000_0001_0000_0;  
                                7'b0011000: op=13'b0000_0010_0000_0;  
                                7'b0110000: op=13'b0000_0100_0000_0;  
                                default:op=13'b0000_0000_0000_0;  
                            endcase
                        end
             7'b1001011:begin
                            case(mac_hl)
                                2'b01:op=13'b0000_1000_0000_0;  
                                2'b10:op=13'b0001_0000_0000_0;  
                                default:op=13'b0000_0000_0000_0;  
                            endcase
                        end
             7'b0100011:op=13'b0010_0000_0000_0;  
             7'b1100011:op=13'b0100_0000_0000_0;  
             7'b1010011:op=13'b1000_0000_0000_0;  
             default:op=13'b0000_0000_0000_0;  
        endcase                                   
    end
assign sig_ex={{4{immed[10]}},immed};
assign n_instrc_add=instrc_add+3'b100;
always @(posedge clk)
    begin
        if(!rst)
            pip_reg <=0;
        else
            begin
                pip_reg[1:0]<=mode;  
                pip_reg[14:2]<=op;  
                pip_reg[15]<=scr;  
                pip_reg[31:16]<= rd_data1;  
                pip_reg[47:32]<= rd_data2;  
                pip_reg[63:48]<= rd_data3;  
                pip_reg[68:64]<= w_add;  
                pip_reg[91:76]<= sig_ex; 
            end 
    end
assign alu_mode=pip_reg[1:0];
assign alu_op=pip_reg[14:2];
assign alu_scr=pip_reg[15];
assign source1=pip_reg[31:16];
assign data2=pip_reg[47:32];
assign source3=pip_reg[63:48];
assign wr_add=pip_reg[68:64];
assign exsig_data=pip_reg[91:76];
assign source2=(alu_scr==1'b0)? data2:exsig_data;
assign source1_8_1=source1[7:0];
assign source1_8_2=source1[15:8];
assign source2_8_1=source2[7:0];
assign source2_8_2=source2[15:8];
assign source3_8_1=source3[7:0];
assign source3_8_2=source3[15:8];
assign source1_4_1=source1[3:0];
assign source1_4_2=source1[7:4];
assign source1_4_3=source1[11:8];
assign source1_4_4=source1[15:12];
assign source2_4_1=source2[3:0];
assign source2_4_2=source2[7:4];
assign source2_4_3=source2[11:8];
assign source2_4_4=source2[15:12];
assign source3_4_1=source3[3:0];
assign source3_4_2=source3[7:4];
assign source3_4_3=source3[11:8];
assign source3_4_4=source3[15:12];
always @(alu_op or alu_mode or source1 or source2 or source3 or source1_8_1 or source1_8_2 or 
         source2_8_1 or source2_8_2 or source3_8_1 or source3_8_2 or source1_4_1 or source1_4_2 or
         source1_4_3 or source1_4_4 or source2_4_1 or source2_4_2 or source2_4_3 or source2_4_4 or
         source3_4_1 or source3_4_2 or source3_4_3 or source3_4_3 or source3_4_4)
    begin
        mul_reg=0;
        result_reg=0;
        case(alu_op)
           13'b0000_0000_0000_1:begin
                                    case(alu_mode)
                                        2'b01:result_reg=source1+source2;  
                                        2'b10:result_reg={source1_8_2+source2_8_2,source1_8_1+source2_8_1};  
                                        2'b11:result_reg={source1_4_4+source2_4_4,source1_4_3+source2_4_3,source1_4_2+source2_4_2,source1_4_1+source2_4_1};  
                                        default:result_reg=0;
                                    endcase
                                end
           13'b0000_0000_0001_0:begin
                                    case(alu_mode)
                                        2'b01:result_reg=source1-source2;  
                                        2'b10:result_reg={source1_8_2-source2_8_2,source1_8_1-source2_8_1};  
                                        2'b11:result_reg={source1_4_4-source2_4_4,source1_4_3-source2_4_3,source1_4_2-source2_4_2,source1_4_1-source2_4_1};  
                                        default:result_reg=0;                       
                                    endcase
                                end
           13'b0000_0000_0010_0:begin
                                    case(alu_mode)
                                        2'b01:begin
                                                mul_reg=source1*source2;  
                                                result_reg=mul_reg[15:0];  
                                              end
                                        2'b10:begin
                                                mul_reg[15:0]=source1_8_1*source2_8_1;  
                                                mul_reg[31:16]=source1_8_2*source2_8_2;
                                                result_reg={mul_reg[23:16],mul_reg[7:0]}; 
                                              end
                                        2'b11:begin
                                                mul_reg[7:0]=source1_4_1*source2_4_1;  
                                                mul_reg[15:8]=source1_4_2*source2_4_2;
                                                mul_reg[23:16]=source1_4_3*source2_4_3;
                                                mul_reg[31:24]=source1_4_4*source2_4_4;
                                                result_reg={mul_reg[27:24],mul_reg[19:16],mul_reg[11:8],mul_reg[3:0]}; 
                                              end
                                        default:begin
                                                    result_reg=0;
                                                    mul_reg=0;
                                                end
                                    endcase
                                end
           13'b0000_0000_0100_0:begin
                                    case(alu_mode)
                                        2'b01:begin 
                                                mul_reg=source1*source2;  
                                                result_reg=mul_reg[31:16];  
                                              end
                                        2'b10:begin
                                                mul_reg[15:0]=source1_8_1*source2_8_1;  
                                                mul_reg[31:16]=source1_8_2*source2_8_2;
                                                result_reg={mul_reg[31:24],mul_reg[15:8]}; 
                                              end
                                        2'b11:begin
                                                mul_reg[7:0]=source1_4_1*source2_4_1;  
                                                mul_reg[15:8]=source1_4_2*source2_4_2;
                                                mul_reg[23:16]=source1_4_3*source2_4_3;
                                                mul_reg[31:24]=source1_4_4*source2_4_4;
                                                result_reg={mul_reg[31:28],mul_reg[23:20],mul_reg[15:12],mul_reg[7:4]}; 
                                              end
                                        default:begin
                                                    result_reg=0;
                                                    mul_reg=0;
                                                end
                                    endcase
                                end
           13'b0000_0000_1000_0:result_reg=source1&source2;  
           13'b0000_0001_0000_0:result_reg=source1|source2;  
           13'b0000_0010_0000_0:result_reg=source1^source2;  
           13'b0000_0100_0000_0:result_reg=~source1;  
           13'b0000_1000_0000_0:begin
                                    case(alu_mode)
                                        2'b01:begin
                                                mul_reg=source1*source2+{{16{1'b0}},source3};  
                                                result_reg=mul_reg[15:0];  
                                              end
                                        2'b10:begin
                                                mul_reg[15:0]=source1_8_1*source2_8_1+{{8{1'b0}},source3_8_1};  
                                                mul_reg[31:16]=source1_8_2*source2_8_2+{{8{1'b0}},source3_8_2};
                                                result_reg={mul_reg[23:16],mul_reg[7:0]}; 
                                              end
                                        2'b11:begin
                                                mul_reg[7:0]=source1_4_1*source2_4_1+{{4{1'b0}},source3_4_1};  
                                                mul_reg[15:8]=source1_4_2*source2_4_2+{{4{1'b0}},source3_4_2};
                                                mul_reg[23:16]=source1_4_3*source2_4_3+{{4{1'b0}},source3_4_3};
                                                mul_reg[31:24]=source1_4_4*source2_4_4+{{4{1'b0}},source3_4_4};
                                                result_reg={mul_reg[27:24],mul_reg[19:16],mul_reg[11:8],mul_reg[3:0]}; 
                                              end
                                        default:begin
                                                    result_reg=0;
                                                    mul_reg=0;
                                                end
                                    endcase
                                end
           13'b0001_0000_0000_0:begin
                                    case(alu_mode)
                                        2'b01:begin
                                                mul_reg=source1*source2+{{16{1'b0}},source3};  
                                                result_reg=mul_reg[31:16];  
                                              end
                                        2'b10:begin
                                                mul_reg[15:0]=source1_8_1*source2_8_1+{{8{1'b0}},source3_8_1};  
                                                mul_reg[31:16]=source1_8_2*source2_8_2+{{8{1'b0}},source3_8_2};
                                                result_reg={mul_reg[31:24],mul_reg[15:8]}; 
                                              end
                                        2'b11:begin
                                                mul_reg[7:0]=source1_4_1*source2_4_1+{{4{1'b0}},source3_4_1};  
                                                mul_reg[15:8]=source1_4_2*source2_4_2+{{4{1'b0}},source3_4_2};
                                                mul_reg[23:16]=source1_4_3*source2_4_3+{{4{1'b0}},source3_4_3};
                                                mul_reg[31:24]=source1_4_4*source2_4_4+{{4{1'b0}},source3_4_4};
                                                result_reg={mul_reg[31:28],mul_reg[23:20],mul_reg[15:12],mul_reg[7:4]}; 
                                              end
                                        default:begin
                                                    result_reg=0;
                                                    mul_reg=0;
                                                end                                    
                                    endcase
                                end
           13'b0010_0000_0000_0:result_reg=(source1<<source2);  
           13'b0100_0000_0000_0:result_reg=(source1>>source2);  
           13'b1000_0000_0000_0:result_reg=(source1<<<source2);  
           default:result_reg=0;
        endcase
    end
assign wr_data=result_reg;
endmodule
==> flow/run.sh <==
#!/bin/bash
# OpenROAD 26Q1-2900-gdf79404cd8, Yosys 0.63+post, stock flow scripts
make -C /OpenROAD-flow-scripts/flow DESIGN_CONFIG=/design/flow/config.mk WORK_HOME=/design/flow/orfs finish
==> flow/config.mk <==
export PLATFORM = sky130hd
export DESIGN_NAME = SIMD
export DESIGN_NICKNAME = SIMD
export VERILOG_FILES = /design/flow/design.v
export SDC_FILE = /design/flow/constraint.sdc
export NUM_CORES = 4
export LEC_CHECK = 1
export CORE_UTILIZATION = 30
==> flow/constraint.sdc <==
current_design SIMD

set clk_period 24.0
set clk_io_pct 0.2

create_clock -name clk0 -period $clk_period [get_ports {clk}]

set non_clock_inputs [all_inputs -no_clocks]
set_input_delay [expr $clk_period * $clk_io_pct] -clock clk0 $non_clock_inputs
set_output_delay [expr $clk_period * $clk_io_pct] -clock clk0 [all_outputs]
==> run notes <==
yosys + openroad results -> run status completed, warning total across the stage logs 70, final tally of max-slew violations 0, detailed-routing iteration count for the pre-antenna-repair pass 6, register share after synthesis 5.20%, total of buffers placed on input and output ports 109, nature of the critical path endpoint output port, clock tree from TritonCTS built, maximum number of pins on one net before global-route repair 77, Final setup violation count 0, post-synthesis cell count from yosys 3,901, count of standard-cell rows 121, most frequent CP cell fa_1, count of hold buffers inserted by post-cts repair 0, crit path max-delay cell type fa_1, final worst setup slack 9100 ps, average detailed-routed wire length per instance 23.6 um, pwr/cell area 43.8 nW/um^2, Min Hold Slack 487 ps, Fin. Hold Viols 0, total detailed-routing wirelength 129 mm, number of flip-flops in the largest register 81, Filler cells 11,300, number of post-CTS setup repair buffers 0, number of cells upsized or downsized after cts 0, register clock-pin slew on the reported worst setup and hold paths 70 ps, Worst Hold Class register to register, leading area contributor after synthesis fa_1, Detail Placement HPWL 108 mm, non-filler cells, final 5,452, Yosys chip area 33,100 sq um, post-synth top area share 35.9%, biggest fanout along the worst timing path 23, total DRC errors in the routed layout 0, Clock Tree Root clkbuf_16, Bufs on Longest Clock Path 2, CTS sink count 86, Worst IR Drop VDD 0.0440 mV, leading cell types in the layout, fill and taps excluded inv_1, fa_1, ha_1, transition time of the tightest slew-check pin 1140 ps, Setup Total Neg Slack 0 ps, leakage power 18.1 nW, initial antenna violation count 4, type of the worst setup path register to output port, wire length of the first global-routing pass 193 mm, placer's final routability congestion estimate 1.04, chip area 112,000 sq um, number of top-level pins 112, Post-Place Worst Slack 9580 ps, Max Clk Rate 0.0671 GHz, # H-tree levels 3, CP Data Arrival Time 10,100 ps, FF+latch count, synth 86, total routing usage reported by global routing 24.7%, area of the core region 109,000 sq um, dominant logic cell type in the layout inv_1, worst slew margin relative to its limit 23.4%, number of instances in the synthesized netlist 3,901, violation count after the first detailed-routing iteration 2,054, predominant post-synthesis flop cell dfxtp_1, ANT nets after route 0, relative area change from synthesis to final layout 10.2%, vias in the first global route 29,400, placed insts 5,435, post-synthesis instance area 33,100 sq um, endpoint required time on the critical path 19,200 ps, Chip Height 334 um, width of the chip 334 um, Worst setup SP type register, final worst path period share 62.1%, share of the core filled by cells before placement 30.3%, max-cap violation count 0, share of synthesized registers carrying an async set or reset 0%, final period demand of the worst path 14,900 ps, Crit path largest cell delay 910 ps, via count normalized by instance count 5.12, synth top area cells fa_1, ha_1, inv_1, syn avg cell area 8.48 sq um, total CTS buffers 9, vias 27,900, post-synth tally of flip-flops with integrated enable 0, clock latency (worst-skew pair) 380 ps, warning count from the yosys run 1, RSZ-0062 raised after global routing false, tally of unique sky130hd cells used after synthesis 81, worst-case clock skew 0.203 ps, GR Overflow Total 0, share of final-layout standard cells stronger than drive strength 1 3.75%
routing by layer:
metal  up-vias  GRT usage (%)  share of wire [%]
met5         -          0.217              0.022
met4         6           9.34                5.1
met3       301           9.35                 11
met2      1201           37.7                 45
met1     13900           32.3                 39
li1      12600              -                  -
final timing paths:
kind,startpoint,endpoint,slack [ps],cells after the start
max,pip_reg[15],wr_data[14],9100,26
max reg2reg,instrc_add[2],instrc_add[6],22930,4
min,instrc_add[2],instrc_add[2],490,1
min reg2reg,instrc_add[2],instrc_add[2],490,1
critical path: cells and delay by family, from the launching register on:
family,cells,cell delay [ps]
muxes,1,260
DFF,1,320
adders and majority gates,7,3930
and+or+nand+nor,4,1040
AOI/OAI and AO/OA,7,2070
buffers and inverters,7,2090
cell type report:
cell class / instances / area (sq um) / area share (%)
timing repair buffer: 192 / 1710 / 4.69
multi-input combinational: 2739 / 27300 / 75.0
clock inverter: 7 / 90.1 / 0.247
antenna: 1 / 2.50 / 0.00686
clock buffer: 9 / 225 / 0.618
sequential: 86 / 1720 / 4.73
tap: 1476 / 1850 / 5.06
inverter: 942 / 3540 / 9.70
power breakdown:
part / total, W / internal (W) / switching [W]
Combinational: 0.00129 / 0.000475 / 0.000812
Clock: 0.000155 / 0.0000832 / 0.0000720
Sequential: 0.000155 / 0.000149 / 0.00000561
Total: 0.00160 / 0.000707 / 0.000890
Yosys cell counts (52+ instances only):
library cell,n
o21ai_0,108
a21oi_1,170
ha_1,401
inv_1,925
fa_1,593
xor2_1,53
nor2_1,267
xnor2_1,115
clkbuf_1,113
nor3_1,54
nand3_1,52
dfxtp_1,86
nand2_1,288
and2_1,81
stage by stage:
| step | total power, W | util, % | area, sq um |
|---|---|---|---|
| 2_1_floorplan | 0.00100 | - | 33100 |
| 3_3_place_gp | 0.00143 | 33.1 | 36200 |
| 4_1_cts | 0.00160 | 33.4 | 36500 |
| 5_1_grt | 0.00175 | 33.4 | 36500 |
| 6_report | 0.00160 | 33.4 | 36500 |
| 3_5_place_dp | 0.00143 | 33.1 | 36200 |
kinds of logic after synthesis:
| logic type | count (synthesis) | synth area share (%) |
|---|---|---|
| AND/OR/NAND/NOR | 897 | 12.7 |
| adder cells (fa/ha/maj) | 994 | 51.0 |
| AND-OR/OR-AND | 629 | 12.6 |
| XOR/XNOR | 168 | 4.45 |
| other | 1 | 0.0113 |
| flip-flops | 86 | 5.20 |
| buffers and inverters | 1077 | 12.3 |
| multiplexers | 49 | 1.65 |
Power is estimated from default activity; no workload was simulated.
